==> /design/flow/design.v <==
module PC_AddRS2Shifted (
    input logic [31:0] pc,               
    input logic [31:0] rs2,              
    output logic [31:0] next_pc          
);
    wire [31:0] shifted_sign_extended_rs2;
    assign shifted_sign_extended_rs2 = {{20{rs2[11]}}, rs2[11:0]} << 1;
    assign next_pc = pc + shifted_sign_extended_rs2;
endmodule
==> /design/flow/run.sh <==
#!/bin/bash
# OpenROAD 26Q1-2900-gdf79404cd8, Yosys 0.63+post, stock flow scripts
make -C /OpenROAD-flow-scripts/flow DESIGN_CONFIG=/design/flow/config.mk WORK_HOME=/design/flow/orfs finish
==> /design/flow/config.mk <==
export PLATFORM = sky130hd
export DESIGN_NAME = PC_AddRS2Shifted
export DESIGN_NICKNAME = PC_AddRS2Shifted
export VERILOG_FILES = /design/flow/design.v
export SDC_FILE = /design/flow/constraint.sdc
export NUM_CORES = 4
export LEC_CHECK = 1
export CORE_AREA = 10 10 93 93
export DIE_AREA = 0 0 103 103
==> /design/flow/constraint.sdc <==
current_design PC_AddRS2Shifted

set clk_period 12.0
set clk_io_pct 0.2

create_clock -name clk0 -period $clk_period

set non_clock_inputs [all_inputs -no_clocks]
set_input_delay [expr $clk_period * $clk_io_pct] -clock clk0 $non_clock_inputs
set_output_delay [expr $clk_period * $clk_io_pct] -clock clk0 [all_outputs]
==> summary.rpt <==
======================================================================================
Kind of path behind the tightest hold check .............................    in -> out
Number of distinct standard cells referenced by the synthesized netlist .           60
Worst Setup End Kind ....................................................  output port
Initial detailed-routing violation count ................................          100
Internal Power ..........................................................   0.08911 mW
Max Fclk ................................................................    120.4 MHz
Highest net fanout along the worst path .................................           20
Final worst-path cycle share ............................................       0.6924
Global-route usage over all layers ......................................       0.1113
Switching Power .........................................................   0.06839 mW
Switch share ............................................................       0.4342
Data required time at the worst endpoint ................................      9600 ps
Final worst hold slack ..................................................      4800 ps
Number of vias after detailed routing ...................................         2233
Detailed placer's ending HPWL ...........................................     5.296 mm
Yosys Instances .........................................................          277
Gate power share ........................................................        1.000
Lkg Pwr .................................................................     1.034 nW
RSZ-0062 raised after global routing ....................................           no
Average detailed-routed wire length per instance ........................     14.65 µm
Most crowded layer after global routing .................................         met2
Top post-synthesis cells by count ....................................... sky130_fd_sc_hd__a21oi_1, sky130_fd_sc_hd__ha_1, sky130_fd_sc_hd__nand2_1
Setup crit start kind ...................................................    input pin
Arrival @ worst endpoint ................................................      5910 ps
Hold_buf cts ............................................................            0
Tool warning count ......................................................           52
Worst setup path startpoint .............................................      rs2[11]
Row cnt .................................................................           30
Maximum number of pins on one net before global-route repair ............           21
DIE WIDTH ...............................................................       103 µm
Startpoint of the tightest hold check path ..............................        pc[0]
Hold path endpoint ......................................................   next_pc[0]
Worst slack at placement ................................................      3694 ps
Worst Slack Setup Final .................................................      3691 ps
Number of port buffers ..................................................           74
Maximum VDD drop ........................................................     22.86 µV
Non-Filler Instances ....................................................          418
Number of cells traversed by the worst hold path ........................            0
Fraction of power consumed by sequential logic ..........................            0
Ant. Diodes .............................................................            0
DRC violation count after routing .......................................            0
Detailed-route wire length ..............................................     6.125 mm
Final Max-Slew Violation Tally ..........................................            0
Post-route total power ..................................................    0.1575 mW
Synth Cell Area .........................................................     1876 µm²
Synthesis area per yosys ................................................     1876 µm²
Setup CP Type ...........................................................    in -> out
Chip footprint ..........................................................    10610 µm²
Main area contributors after synthesis .................................. sky130_fd_sc_hd__ha_1, sky130_fd_sc_hd__a21oi_1, sky130_fd_sc_hd__xnor2_1
Vias in the first global route ..........................................         2144
Die extent in y .........................................................       103 µm
Antenna violations before repair ........................................            0
Clk pwr share ...........................................................            0
Relative slew slack .....................................................       0.4488
Slowest-stage cell, CP .................................................. sky130_fd_sc_hd__clkdlybuf4s50_1
Yosys top cell by instances ............................................. sky130_fd_sc_hd__a21oi_1
Setup fix buffers added after clock tree synthesis ......................            0
Average via count per standard cell .....................................        5.342
Layout cell share with drive strength beyond 1 ..........................      0.03550
IO Pins .................................................................           96
Global-route wire length before repair ..................................     9.798 mm
Fin crit period .........................................................      8309 ps
Met1 usage ..............................................................       0.1474
Maximum capacitance violations ..........................................            0
Placed Cells incl. Taps .................................................          418
Critical Path, Cell by Cell ............................................. clkdlybuf4s50_1 > ha_1 > a21oi_1 > nand2_1 > nor4_2 > a21oi_1 > a31o_1 > a211oi_2 > clkdlybuf4s50_1
Sequential element share of the synthesized area ........................            0
Average cell area after synthesis .......................................    6.771 µm²
Measured slew at the worst slew-check pin ...............................     824.3 ps
Area inside the core boundary ...........................................     6756 µm²
Number of routed nets with antenna violations ...........................            0
Final Wtd Congestion ....................................................       0.8616
Yosys top cell area share ...............................................       0.2001
Met3 global-route usage .................................................      0.02776
Fin. Hold Viols .........................................................            0
Total area of sequential cells ..........................................        0 µm²
Area leader, netlist .................................................... sky130_fd_sc_hd__ha_1
Worst stage delay on the critical path ..................................       860 ps
Seq cells ...............................................................            0
Layout Area Growth over Synthesis .......................................       41.36%
Iteration count of the initial detailed-routing pass ....................            4
Number of instances in the synthesized netlist ..........................          277
Resized Gates After CTS .................................................            0
Outcome ................................................................. complete, no violations
Total negative slack for setup checks ...................................         0 ps
PD cells ................................................................ 59.41 nW/µm²
Starting utilization of the core area ...................................       0.2776
Final setup violation count .............................................            0
Remaining global-route overflow .........................................            0
Tally of yosys warning messages .........................................            0
Met2 track utilization from global routing ..............................       0.1887
Number of clock buffer instances in the layout ..........................            0
======================================================================================
[layer usage]
layer | routed length, µm | share of wire
met1 | 2854 | 0.47
met2 | 2812 | 0.46
met3 | 457 | 0.075
met4 | 0 | 0
met5 | 0 | 0
[stage by stage]
stage / util / instance area (µm²)
after floorplan: - / 1876
after global placement: 0.3924 / 2651
after detailed placement: 0.3924 / 2651
after CTS: 0.3924 / 2651
after global routing: 0.3924 / 2651
final: 0.3924 / 2651
[worst max-delay path by stage]
stage            endpoint  depth (start not counted)
finish        next_pc[29]                          9
global route  next_pc[27]                          9
CTS           next_pc[29]                          9
[cells in the final DEF, fill, tap and decap left out, types with 3 or more instances in the layout]
cell type                         netlist  routed
sky130_fd_sc_hd__nand4_1                6       6
sky130_fd_sc_hd__nor4_1                 3       3
sky130_fd_sc_hd__nand3_1               12      12
sky130_fd_sc_hd__nand2_1               29      29
sky130_fd_sc_hd__a211oi_1               4       4
sky130_fd_sc_hd__xor2_1                 7       7
sky130_fd_sc_hd__nor3_1                 9       9
sky130_fd_sc_hd__ha_1                  30      30
sky130_fd_sc_hd__a21o_1                 7       7
sky130_fd_sc_hd__xnor2_1               17      17
sky130_fd_sc_hd__inv_1                  6       6
sky130_fd_sc_hd__nor2b_1                3       3
sky130_fd_sc_hd__clkdlybuf4s50_1        0      74
sky130_fd_sc_hd__a31oi_1                5       5
sky130_fd_sc_hd__a21oi_1               32      32
sky130_fd_sc_hd__nor2_1                27      27
sky130_fd_sc_hd__o21ai_0               17      17
[critical path: cells and delay by family]
kind,cells,cell delay [ps]
simple gates,2,470
buf+inv,2,1350
compound gates,4,1060
fa+ha+maj,1,610
[power by group through the flow]
stage         sequential, mW  clock (mW)  combinational [mW]
CTS                        0           0               0.160
global route               0           0               0.175
finish                     0           0               0.158
[kinds of logic after synthesis]
| logic type | after synthesis | share of synthesized area |
|---|---|---|
| fa+ha+maj | 31 | 0.2108 |
| xor+xnor | 24 | 0.1121 |
| buf+inv | 19 | 0.04669 |
| simple gates | 104 | 0.2755 |
| compound gates | 99 | 0.3549 |
[cell type report]
class	count	area, µm²
fillers	718	4105
inverters	6	22.52
multi-input cells	258	1788
well taps	80	100.1
repair buffers	74	740.7
Power figures rest on the tool's default switching activity, not on a simulated workload.
