[flow/run.sh]
#!/bin/bash
# OpenROAD 26Q1-2900-gdf79404cd8, Yosys 0.63+post, stock flow scripts
make -C /OpenROAD-flow-scripts/flow DESIGN_CONFIG=/design/flow/config.mk WORK_HOME=/design/flow/orfs finish
[flow/config.mk]
export PLATFORM = sky130hd
export DESIGN_NAME = alu_mux
export DESIGN_NICKNAME = alu_mux
export VERILOG_FILES = /design/flow/design.v
export SDC_FILE = /design/flow/constraint.sdc
export NUM_CORES = 4
export LEC_CHECK = 1
export CORE_AREA = 10 10 71 71
export DIE_AREA = 0 0 81 81
[flow/constraint.sdc]
current_design alu_mux

set clk_period 1.0
set clk_io_pct 0.2

create_clock -name clk0 -period $clk_period

set non_clock_inputs [all_inputs -no_clocks]
set_input_delay [expr $clk_period * $clk_io_pct] -clock clk0 $non_clock_inputs
set_output_delay [expr $clk_period * $clk_io_pct] -clock clk0 [all_outputs]
[flow/design.v]
module alu_mux (
    input logic [31:0] rs1,            
    input logic [31:0] sign_ext_rs2,   
    input logic alu_src,               
    output logic [31:0] mux_out        
);
    always_comb begin
        if (alu_src)
            mux_out = sign_ext_rs2;    
        else
            mux_out = rs1;             
    end
endmodule
==> Slide: Implementation Results <==
Key Metrics from the Run

Cells and area
  – Clk_buf instances: 0
  – Seq cells: 0
  – Fraction of layout cells with a size suffix above 1: a little over half
  – Register area: 0 um^2
  – Area Overhead vs Synth: 197%
  – Most common logic cells in the final layout: 37 x dlygate4sd2_1, 31 x mux2_4, 23 x clkdlybuf4s50_1, 23 x buf_6, 10 x buf_2
  – Top cell excl fill/tap: dlygate4sd2_1

GRT
  – Gr usage total: 7.90%
  – First-pass GRT wire length: a little over 4 mm
  – Pin count of the biggest net entering global routing: 11
  – Gr ovfl total: 0
  – Number of global-route vias before repair: between 700 and 800
  – Initial antenna violation count: 0

Die
  – Starting density of the core: 15.0%
  – Core area: ~3600 um^2
  – I/O pin count: just under 100
  – Die height: between 80 and 90 um
  – Die Span X: roughly 81 um
  – Core Rows: 22
  – Chip Area: 6560 um^2

Routing
  – Via count: about 710
  – Antenna-violating nets left: 0
  – # diodes: 0
  – Final WL: slightly below 3 mm
  – Vias per cell: 3.85
  – DRT Pass-1 Iters: 2
  – Wire per inst: 16.0 um
  – Drc violations: 0
  – Initial drt markers: 3

Run
  – Total tool warning count: 34
  – Max cap viols: 0

Power and ir drop
  – Internal: a little over 500 uW
  – Sw Pwr: between 100 and 150 uW
  – Switching share of power: about a fifth
  – Clock share of power: 0%
  – Peak VDD IR: roughly 180 uV
  – Seq pwr share: 0%
  – Pwr dens: 406 nW/um^2
  – Combinational cell fraction of total power: roughly 100%
  – Leak Pwr: ~0.00086 uW

Placement
  – Placer congestion estimate: around 0.8
  – I/O Buffers: roughly 97
  – Pre-CTS setup slack: -518 ps
  – DPL Wire Length: 2.51 mm

Synthesis
  – Yosys cell types: 4
  – Biggest area consumer among synthesized cells: mux2_4
  – Avg Cell Area, Syn: roughly 15 um^2
  – Yosys Instances: 36
  – Top-area cell share: 82.8%
  – Synthesized area: 544 um^2
  – Synth Warn #: 1
  – Cells after Synth: 36
  – Yosys chip area: approximately 540 um^2
  – Top cells by area: mux2_4 83%, buf_12 11%, mux2_2 4.1%
  – Synth Seq Share: 0%

Worst setup path
  – Crit path kind: primary input to output port
  – Crit path max fanout: 5
  – Data required, critical path: around 800 ps
  – CP startpoint kind: primary input
  – Critical Path AT: 980 ps
  – Setup crit end kind: output port

Timing
  – Crit share post-route: 118%
  – Max Clk Rate: 845 MHz
  – Unrepaired setup endpoints after global routing: true
  – Max-slew violations: 0
  – Fin Setup TNS: -3940 ps
  – Worst Max-Slew Pin Slew: between 80 and 90 ps
  – Final hold viol count: 0
  – Slew HR: a little over nine tenths
  – Setup violators final: 32
  – Setup ws final: -184 ps
  – Minimum clock period: 1180 ps
  – Worst hold slack: between 600 and 700 ps

Run status
  – Status: finished, violations left
  – Violated checks: setup timing

Hold path
  – Hold depth: 3
  – Start point of the worst hold path: rs1[0]
  – Hold Path End: mux_out[0]
  – Worst hold path class: primary input to output port

CTS
  – Cts hold-fix bufs: 0
[layer usage]
| layer | global-route usage (%) | up-vias | wire (um) |
|---|---|---|---|
| li1 | - | 340 | - |
| met1 | 9.09 | 319 | 1090 |
| met2 | 13.9 | 50 | 1440 |
| met3 | 3.67 | 0 | 405 |
| met4 | 0 | 0 | 0 |
| met5 | 0 | - | 0 |
[cells by family (layout without fill, tap and decap cells)]
logic type	Yosys count	count (layout)	synth area share (%)
mux	32	32	86.9
buf+inv	4	104	13.1
[worst max path at each step]
stage        from           to  slack [ps]
4_1_cts   alu_src  mux_out[27]        -190
5_1_grt   alu_src  mux_out[22]        -210
6_report  alu_src  mux_out[27]        -180
[power groups by stage]
stage / combinational (uW) / clock (uW) / sequential (uW)
CTS: 619 / 0 / 0
global route: 702 / 0 / 0
finish: 657 / 0 / 0
[stage by stage]
| stage | utilization, % | power [uW] | cell area (um^2) | std cells |
|---|---|---|---|---|
| finish | 44.5 | 657 | 1620 | 184 |
| global route | 44.5 | 702 | 1620 | 184 |
| detailed placement | 42.4 | 661 | 1540 | 179 |
| global placement | 42.4 | 657 | 1540 | 179 |
| floorplan | - | 206 | 544 | 36 |
| CTS | 42.0 | 619 | 1530 | 184 |
[synthesized netlist by cell type]
library cell	number
mux2_2	2
buf_12	3
buf_6	1
mux2_4	30
[worst max-delay path, stage by stage]
cell and delay (ps):
buf_12 120, bufbuf_16 270, mux2_4 290, buf_2 110
[what timing repair did]
action,in CTS,in global routing
gates resized,150,17
cloned,3,0
buffers inserted,2,0
setup endpoints to repair,32,32
[final cells by class]
| class | instances | area [um^2] |
|---|---|---|
| fillers | 360 | 2020 |
| multi-input cells | 32 | 477 |
| well taps | 48 | 60.1 |
| repair buffers | 104 | 1080 |
Power figures rest on the tool's default switching activity, not on a simulated workload.
